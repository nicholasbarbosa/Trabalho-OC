==> ./design.v <==
module count99(input clk, input rst, output [6:0] Count, output loop);  reg [6:0] Count;
always @ (posedge clk or negedge rst)
begin
  if (~rst)
	Count <= 0;    
  else if ( Count == 99 )
	Count <= 0;
  else
	Count <= Count + 1;   
end
assign loop = (Count == 99);
endmodule
module count59(input clk, input rst, input ud, output [6:0] Count, output loop);  reg [6:0] Count;
  always @ (posedge clk or negedge rst)
begin
  if (~rst)
	Count <= 0;    
  else if ( Count == 59 & ud )
	Count <= 0;
 else if ( Count == 00 & ~ud)
	Count <= 59;
 else if (ud)
	Count <= Count + 1;   
  else Count <= Count - 1;
end
assign loop = (Count == 59)&ud | (Count == 00)&~ud;
endmodule
module countc59(input clk, input rst, input ud, output [6:0] Count);  reg [6:0] Count;
  always @ (posedge clk or negedge rst)
begin
  if (~rst)
	Count <= 0;    
  else if (ud)
	Count <= 0;
  else
	Count <= Count + 1;   
end
endmodule
module count23(input clk, input rst, input ud, output [6:0] Count);  reg [6:0] Count;
  always @ (posedge clk or negedge rst)
begin
  if (~rst)
	Count <= 0;    
  else if ( Count == 23 & ud )
	Count <= 0;
 else if ( Count == 00 & ~ud)
	Count <=23;
 else if (ud)
	Count <= Count + 1;   
  else Count <= Count - 1;
end
endmodule
module statemModo(input clk, reset, h, output r, ah, am, c, aj_h, aj_m);
reg [3:0] state;
parameter r0=4'd0, r1=4'd1, ah0=4'd2, ah1=4'd3, am0=4'd4, am1=4'd5, c0=4'd6, c1=4'd7, aj_h0=4'd8, aj_h1=4'd9, aj_m0=4'd10, aj_m1=4'd11;
assign r = (state == r0 | state == r1);
assign c = (state == c0 | state == c1);  
assign ah = (state == ah0 | state == ah1);
assign am = (state == am0 | state == am1);
assign aj_h = (state == aj_h0 | state == aj_h1);
assign aj_m = (state == aj_m0 | state == aj_m1);
always @(posedge clk or negedge reset)
 	begin
      	if (reset==0)
           	state = r0;
      	else
           	case (state)
                	r0:
                     	if ( h == 1'b1 ) state = r1;
                	r1:
                     	if ( h == 1'b0 ) state = ah0;
                	ah0:
                     	if ( h == 1'b1 ) state = ah1;
                	ah1:
                     	if ( h == 1'b0 ) state = am0;
                	am0:
                     	if ( h == 1'b1 ) state = am1;
                	am1:
                     	if ( h == 1'b0 ) state = c0;
                	c0:
                     	if ( h == 1'b1 ) state = c1;
                	c1:
                     	if ( h == 1'b0 ) state = aj_h0;
                	aj_h0:
                     	if ( h == 1'b1 ) state = aj_h1;
                	aj_h1:
                     	if ( h == 1'b0 ) state = aj_m0;
                	aj_m0:
                     	if ( h == 1'b1 ) state = aj_m1;
                	aj_m1:
                     	if ( h == 1'b0 ) state = r0;
           	endcase
 	end
endmodule
module statemMais(input clk, reset, h, r, c, t, output al, at,  c_start);
reg [3:0] state;
parameter al0=4'd0, al1=4'd1, ad0=4'd2, ad1=4'd3, at0=4'd4, at1=4'd5, c_start0=4'd6, c_start1=4'd7, c_stop0=4'd8, c_stop1=4'd9;
  assign al = (state == al0 | state == al1) ^(state == at0 | state == at1);
  assign at = (state == at0 | state == at1);
assign c_start = (state == c_start0 | state == c_start1);
  always @(posedge clk or negedge reset)
 	begin
   	if (reset==0)
        	state = ad0;
      	else
           	case (state)
                	ad0:
                  	if ( h == 1'b1 & r == 1'b1 & t == 1'b0 & c == 1'b0) state = ad1;
                 	else if (c == 1'b1) state = c_stop0;
                	ad1:
                     	if ( h == 1'b0 & r == 1'b1 & t == 1'b0 & c == 1'b0) state = al0;
                     	else if (c == 1'b1) state = c_stop0;
                	al0:
                  	if ( h == 1'b1 & r == 1'b1 & t == 1'b0 &c == 1'b0) state = al1;
                     	else if(t == 1'b1) state = at0;
                     	else if (c == 1'b1) state = c_stop0;
                	al1:
                   	if ( h == 1'b0 & r == 1'b1 & t == 1'b0 & c == 1'b0) state = ad0;
                     	else if(t == 1'b1) state = at0;
                     	else if (c == 1'b1) state = c_stop0;
                	at0:
                     	if ( h == 1'b1 & r == 1'b1 & t == 1'b1 & c == 1'b0) state = at1;
             	else if(t==1'b0) state = ad0;
                   	else if (c == 1'b1) state = c_stop0;
                	at1:
                  	if ( h == 1'b0 & r == 1'b1 & t == 1'b1 & c == 1'b0) state = ad0;
             	else if(t==1'b0) state = ad0;
                    	else if(c == 1'b1) state = c_stop0;
                	c_start0:
                     	if ( h == 1'b1 & c == 1'b1 ) state = c_start1;
                     	else if(c == 1'b0) state = ad0;
                	c_start1:
                     	if ( h == 1'b0 & c == 1'b1 ) state = c_stop0;
                     	else if(c == 1'b0) state = ad0;
                	c_stop0:
                     	if ( h == 1'b1 & c == 1'b1 ) state = c_stop1;
                     	else if(c == 1'b0) state = ad0;
                	c_stop1:
                     	if ( h == 1'b0 & c == 1'b1 ) state = c_start0;
             	else if(c == 1'b0) state = ad0;
           	endcase
 	end
endmodule
module relogio(input clk, res, modo, mais, menos, output [6:0] h,m,s, output alarmeon, som);
wire outs, outs1,outs2, routs, routs1, aouts, aouts1;
wire enable, nc_seg;
wire [6:0] sc, sr, sa, mc, mr, ma;
wire [6:0] hr, ha, cs;
wire r, c, ajusteHa, ajusteMa, ajusteHr, ajusteMr;
wire nc_relogioH, nc_relogioM , nc_alarmeH, nc_alarmeM;
assign nc_relogioM = (ajusteMr & mais)?mais:
(ajusteMr & menos)?menos:(~routs);
assign nc_relogioH = (ajusteHr & mais)?mais:
(ajusteHr & menos)?menos:(~routs1);
assign nc_alarmeM = (ajusteMa & mais)?mais:
(ajusteMa & menos)?menos:(~aouts);
assign nc_alarmeH = (ajusteHa & mais)?mais:
(ajusteHa & menos)?menos:(~aouts1);
wire ud = ~menos | mais;
wire zera = (menos)?0:(res)?1:0;
assign enable = start & clk;
count99 cent(enable,zera,cs,outs);
count59 seg(~outs,zera,ud,sc,outs1);
countc59 min(~outs1,zera,ud,mc);
count59 rseg(clk,res,ud,sr,routs);
count59 rmin(nc_relogioM,res,ud,mr,routs1);
count23 rhor(nc_relogioH,res,ud,hr);
  count59 aseg(1'b0,1'b0,ud,sa,aouts);
count59 amin(nc_alarmeM,res,ud,ma,aouts1);
count23 ahor(nc_alarmeH,res,ud,ha);
assign h = (c)?mc:
   	(ajusteHa | ajusteMa)?ha:hr;
assign m = (c)?sc:
   	(ajusteHa | ajusteMa)?ma:mr;
assign s = (c)?cs:
   	(ajusteHa | ajusteMa)?sa:sr;
wire at;
  wire igual = (hr==ha & mr==ma);
assign som = igual  & at &alarmeon;
 statemModo maq(clk,res,modo,r,ajusteHa,ajusteMa,c,ajusteHr,ajusteMr);
  statemMais maq2(clk,res,mais, r, c, igual, alarmeon, at, start);
endmodule
module top(input clk,res,modo,mais,menos,output[6:0] h,m,s, output alarmeon, som);
  relogio C(clk,res,modo,mais,menos,h,m,s,alarmeon,som);
endmodule
==> ./run.sh <==
#!/bin/bash
# OpenROAD 26Q1-2900-gdf79404cd8, Yosys 0.63+post, stock flow scripts
make -C /OpenROAD-flow-scripts/flow DESIGN_CONFIG=/design/flow/config.mk WORK_HOME=/design/flow/orfs finish
==> ./config.mk <==
export PLATFORM = sky130hd
export DESIGN_NAME = top
export DESIGN_NICKNAME = top
export VERILOG_FILES = /design/flow/design.v
export SDC_FILE = /design/flow/constraint.sdc
export NUM_CORES = 4
export LEC_CHECK = 1
export CORE_UTILIZATION = 50
==> ./constraint.sdc <==
current_design top

set clk_period 4.2
set clk_io_pct 0.2

create_clock -name clk0 -period $clk_period [get_ports {clk}]

set non_clock_inputs [all_inputs -no_clocks]
set_input_delay [expr $clk_period * $clk_io_pct] -clock clk0 $non_clock_inputs
set_output_delay [expr $clk_period * $clk_io_pct] -clock clk0 [all_outputs]
==> impl_metrics.ini <==
; physical design summary
[final_timing]
rsz_0062_raised_after_global_routing = no
setup_ws_ns = 0.9649
count_of_unclocked_register_or_latch_pins = 42
finalHoldViolations = 0
share_of_the_clock_period_used_by_the_worst_path_pct = 77.03
setup-violations-final = 0
transition_time_at_the_pin_with_the_least_slew_margin_ns = 0.7157
worst_clock_skew_ns = 0.006807
slew_headroom_pct = 52.29
fmax_mhz = 309.1
layout_min_cycle_time_ns = 3.235
maxSlewViolCount = 0
unconstrained_endpoints = 42
hold_slack_ns = 0.2843
totalNegativeSetupSlack_ns = 0

[clock_network]
worst_setup_hold_path_clk_slew_ns = 0.06
cts_setup_buffers = 0
cts_tree = done
clock_insertion_delay_worst_skew_ns = 0.49

[critical_path]
timing.setup.critical_path_class = flop to primary output
worst_setup_path_end_kind = primary output
worstSetupStartpointType = flop
crit_path_max_fanout = 21
timing.critical_path.required_ns = 3.36
critPathArrivalTime_ns = 2.40

[synthesis]
synth.ff_latch_count = 78
yosys-stat-cells = 542
edf_count = 0
yosys-dominant-comb-family = simple AND/OR/NAND/NOR gates
xor_xnor_cells_area_fraction_pct = 8.105
share_of_flip_flops_with_an_asynchronous_set_or_reset_after_synthesis_pct = 100.0
postSynthSeqShare_pct = 39.32
yosys.cell_types.count = 46
synth_top_flop_cell = dfrtp_1
synth-warning-count = 7
per_instance_average_area_after_synthesis_um2 = 9.172
synth.cell_area_um2 = 4971
synthAoiAreaFrac_pct = 16.13
yosys_adder_share_pct = 10.47
synth_cells = 542
mux_cell_area_share_after_synthesis_pct = 3.046
synthSimpleGateAreaFrac_pct = 20.01
synth_chip_area_um2 = 4971

[floorplanning]
die.size.x_um = 101.7
core_region_area_um2 = 9684
fp_util_pct = 51.33
rows = 36
area_of_the_die_um2 = 10340
pin_count = 28
die_h_um = 101.7

[job]
maxCapViolCount = 0
stage_log_warnings = 25

[drt]
final_antenna_net_count = 0
antenna_diodes = 0
detail_route.drc_violations = 0
routed_wl_mm = 10.58
drt-pass1-iter-count = 16
vias = 3951
drt-initial-drc-count = 136
avgRoutedWirePerCell_um = 14.80
vias_per_cell = 5.526

[placed_design]
post_dp_cell_area_um2 = 5405
pre_cts_ws_ns = 0.9628
dpl.hpwl_mm = 7.966
portBuffers = 27
gpl_wtd_cong = 0.9037

[grt]
grt_overflow = 0
gr-usage-all-layers_pct = 22.98
grt_max_degree = 58
via_count_of_the_first_global_routing_pass = 3776
number_of_antenna_violations_at_the_first_check_in_global_routing = 0
wire_length_of_the_first_global_routing_pass_mm = 18.02

[power_and_ir_drop]
vdd_drop_max_uv = 242.2
powerDensity_nw_per_um2 = 247.1
leakagePower_nw = 2.482

[final_layout]
drive_above_1_share_pct = 6.357
non_filler_cell_area_final_um2 = 5653
area_delta_synth_final_pct = 13.72

[worst_hold_path]
min-delay-path-class = flop to clock gate

[run_status]
outcome = complete, no violations
## cells in the mapped netlist, drive strengths merged, types with 15 or more instances
library cell | instances | area (µm²)
dfrtp | 69 | 1727
nor2 | 52 | 195.2
a21oi | 46 | 230.2
nand2 | 38 | 142.6
o21ai | 34 | 170.2
ha | 32 | 400.4
xor2 | 31 | 271.5
nand3 | 29 | 145.1
inv | 25 | 93.84
nor3 | 24 | 120.1
nor2b | 15 | 93.84
xnor2 | 15 | 131.4
## timing repair
action,CTS,global route
hold buffers,4,0
resized,0,0
hold endpoints to repair,1,0
## stage by stage
stage	std cells	power (mW)	util [%]
2_1_floorplan	542	0.7929	-
3_3_place_gp	695	1.017	55.81
3_5_place_dp	695	1.024	55.81
4_1_cts	715	1.415	58.37
5_1_grt	715	1.520	58.37
6_report	715	1.397	58.37
## critical path, cell delays in order (launching register included)
cell,delay [ns]
dfrtp_1,0.40
nor4_2,0.27
buf_4,0.35
mux2i_1,0.32
o21ai_0,0.12
clkdlybuf4s50_1,0.44
## power by group
part / switching, mW / leakage (nW) / internal [mW]
Combinational: 0.288 / 1.38 / 0.310
Clock: 0.121 / 0.107 / 0.259
Sequential: 0.0671 / 0.995 / 0.352
## cells by family after synthesis
logic type / Yosys count
and+or+nand+nor: 200
AOI/OAI and AO/OA: 127
DFF: 78
xor gates and xnor gates: 46
buffers and inverters: 38
adders and majority gates: 38
muxes: 15
## registers in the layout, indices dropped and copies added (netlist names)
name / cells
C.cent.Count: 7
C.maq.state: 12
C.rseg.Count: 7
C.seg.Count: 7
C.min.Count: 7
C.maq2.state: 10
C.amin.Count: 7
C.rmin.Count: 7
C.ahor.Count: 7
C.rhor.Count: 7
## path summary, 6_finish.rpt
kind / startpoint / to / slack, ns / cells after the start
max: C.maq.state[9] / m[0] / 0.96 / 5
min: C.maq2.state[9] / clock gate / 0.28 / 4
max reg2reg: C.rseg.Count[0] / C.rseg.Count[6] / 2.44 / 7
min reg2reg: C.maq.state[4] / C.maq.state[4] / 0.50 / 2
max in group gated: C.maq2.state[9] / clock gate / 1.60 / 4
max in group asynchronous: menos / C.cent.Count[5] / 3.17 / 3
min in group asynchronous: res / C.cent.Count[3] / 0.34 / 3
min in group clk0: C.maq.state[4] / C.maq.state[4] / 0.50 / 2
## metal layers
| metal | routed length, µm | up-vias | GRT usage (%) |
|---|---|---|---|
| li1 | - | 1999 | - |
| met5 | 0 | - | 0 |
| met3 | 447 | 2 | 2.521 |
| met4 | 2 | 0 | 1.784 |
| met1 | 5434 | 1870 | 38.64 |
| met2 | 4701 | 80 | 34.98 |
## placed cells by master (no fill, tap or decap), types with 3 or more instances in the layout
cell,synthesis,routed
nor4_1,11,10
nor3_1,24,24
clkbuf_8,0,12
nand3_1,29,29
nor4_2,2,3
dfrtp_1,69,69
o21a_1,4,4
nand2_1,38,38
o21ai_0,34,34
dfrtn_1,7,7
nand2b_1,7,7
a2111oi_0,4,4
a21oi_1,46,46
nor2b_1,15,14
a21o_1,14,14
a31oi_1,4,4
or3_1,6,6
clkdlybuf4s50_1,0,26
ha_1,32,32
and2_1,3,3
o21bai_1,3,3
nor2_1,52,52
inv_1,24,24
a211oi_1,5,5
or2_2,3,3
mux2i_1,14,14
xor2_1,31,31
fa_1,6,6
buf_4,0,6
xnor2_1,15,15
dlygate4sd3_1,0,4
## layout make-up
cell class	count	area (µm²)
multi-input cells	426	2880
repair buffers	37	350.3
fillers	851	4031
inverters	25	93.84
clock buffers	14	172.7
flip-flops and latches	78	1954
clock inverters	2	35.03
well taps	133	166.4
No activity file was given, so power comes from the tool's default toggle rates.
